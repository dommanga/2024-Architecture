### design/flow/design.v
module ALU #(parameter data_width = 32) (
    input [3 : 0] alu_op,
	input [data_width - 1 : 0] alu_in_1, 
	input [data_width - 1 : 0] alu_in_2, 
       	output reg [data_width - 1: 0] alu_result,
       	output reg alu_bcond);
always @(*) 
begin
	case (alu_op)
		4'b0000: begin
            alu_result = alu_in_1 + alu_in_2;
            alu_bcond = 0;
        end
		4'b0001: begin
            alu_result = alu_in_1 - alu_in_2;
            alu_bcond = 0;
        end
		4'b0010: begin
            alu_result = alu_in_1 - alu_in_2;
            if (alu_result == 0)
                alu_bcond = 1;
            else
                alu_bcond = 0;
        end
		4'b0011: begin
            alu_result = alu_in_1 - alu_in_2;
            if (alu_result != 0)
                alu_bcond = 1;
            else
                alu_bcond = 0;
        end
		4'b0100: begin
            alu_result = alu_in_1 - alu_in_2;
            if (alu_in_1 < alu_in_2)
                alu_bcond = 1;
            else
                alu_bcond = 0;
        end
		4'b0101: begin
            alu_result = alu_in_1 - alu_in_2;
            if (alu_in_1 >= alu_in_2)
                alu_bcond = 1;
            else
                alu_bcond = 0;
        end
		4'b0110: begin
            alu_result = alu_in_1 << alu_in_2;
            alu_bcond = 0;
        end
		4'b0111: begin
            alu_result = alu_in_1 ^ alu_in_2;
            alu_bcond = 0;
        end
		4'b1000: begin
            alu_result = alu_in_1 | alu_in_2;
            alu_bcond = 0;
        end
		4'b1001: begin
            alu_result = alu_in_1 & alu_in_2;
            alu_bcond = 0;
        end
		4'b1010: begin
            alu_result = alu_in_1 >> alu_in_2;
            alu_bcond = 0;
        end
		default: begin
            alu_result = 0;
            alu_bcond = 0;
            end
	endcase
end
endmodule
### design/flow/run.sh
#!/bin/bash
# OpenROAD 26Q1-2900-gdf79404cd8, Yosys 0.63+post, stock flow scripts
make -C /OpenROAD-flow-scripts/flow DESIGN_CONFIG=/design/flow/config.mk WORK_HOME=/design/flow/orfs finish
### design/flow/config.mk
export PLATFORM = sky130hd
export DESIGN_NAME = ALU
export DESIGN_NICKNAME = ALU
export VERILOG_FILES = /design/flow/design.v
export SDC_FILE = /design/flow/constraint.sdc
export NUM_CORES = 4
export LEC_CHECK = 1
export CORE_UTILIZATION = 50
### design/flow/constraint.sdc
current_design ALU

set clk_period 21.0
set clk_io_pct 0.2

create_clock -name clk0 -period $clk_period

set non_clock_inputs [all_inputs -no_clocks]
set_input_delay [expr $clk_period * $clk_io_pct] -clock clk0 $non_clock_inputs
set_output_delay [expr $clk_period * $clk_io_pct] -clock clk0 [all_outputs]
==> impl_metrics.toml <==
# flow metrics
[timing]
finalSetupViolCount = 0
fin_crit_ps = 13860
rsz0062_at_grt = "no"
finalClockPeriodUsage = 0.660
fmaxAchievable_mhz = 72.1
fin_ws_ps = 7140
hold_violations = 0
tightest_slew_ps = 890
finalSetupTns_ps = 0
slew_headroom = 0.406
holdWs_ps = 9690
final_max_slew_viol_count = 0

[routing]
routed-via-count = 12500
drtPass1Iterations = 25
antenna_left = 0
drt-initial-drc-count = 1804
diodes = 0
viasPerCell = 7.25
wl_per_cell_um = 26.9
finalWirelength_um = 46500
drcViolationCount = 0

[worst_setup_path]
critPathSlowestCell = "a2111oi_0"
startpoint = "alu_in_2[4]"
max_stage_delay_ps = 740
startpoint_type = "primary input"
cp_top_family = "AND-OR/OR-AND gates"
cp.required_ps = 16800
critical_path_arrival_ps = 9660
cp_max_fo = 35
crit_top_cell = "clkdlybuf4s50_1"
crit_buf_inv = 4
end_kind = "output pin"
criticalPathCategory = "primary input to output pin"
cp_cell_sequence = "clkdlybuf4s50_1 -> buf_4 -> inv_1 -> ha_1 -> nor2_1 -> a211oi_1 -> o2111ai_1 -> a21oi_1 -> nor3_1 -> nand4b_1 -> a2111oi_0 -> nand4_1 -> mux2_1 -> nand2_1 -> clkdlybuf4s50_1"

[pwr]
vdd_drop_max_uv = 24.3
power_leakage_nw = 4.10
pwr_density_cell_nw_per_um2 = 26.7

[run_status]
status = "completed"

[synthesis]
yosys_cells = 1485
syn_inst = 1485
netlist_area_um2 = 9370
synth_warnings = 1
synth.area.top_cells = "ha_1 13%, a21oi_1 8.8%, nor2_1 6.2%"
common_cells = "164 x a21oi_1, 154 x nor2_1, 136 x nand2_1, 96 x ha_1, 92 x inv_1"
top_area_frac = 0.128
top_cell = "a21oi_1"
yosysUniqueCellTypes = 89
ys_chip_area_um2 = 9370
ys_seq_share = 0
synth.avg_cell_area_um2 = 6.31
yosysTopAreaCell = "ha_1"

[floorplan]
core_um2 = 18100
fp_util = 0.516
num_rows = 49
dieHeight_um = 139
die_w_um = 139
design.die.area_um2 = 19300
io_pins = 101

[min_path]
worstHoldPathType = "primary input to output pin"
min_to = "alu_result[6]"
hold_depth = 6
hp-start = "alu_in_2[3]"

[placed_design]
placement.io_buffers = 101
place.gp.congestion = 1.11
pre_cts_slack_ps = 7370
place_hpwl_um = 36400
post_dp_cell_area_um2 = 10400

[global_route]
antenna_found_initial = 0
grt_max_degree = 71
grt-ovfl-total = 0
grt_pass1_wl_um = 69100
track_usage = 0.481
grt_pass1_vias = 11200

[finish]
seq_cells = 0
final.clkbuf_count = 0
drive_gt1_frac = 0.0568
area_delta_synth_final_pct = 10.8
design_area_um2 = 10400
n_fill_cell = 1800
seq_area_um2 = 0
post-route-util = 0.572

[run]
maxCapViolCount = 0
warnings = 97

[clock_network]
cts_setup_buffers = 0
cts_resized = 0
ctsHoldBuffers = 0
worst min-delay path, cell delays in order:
cell	delay, ps
buf_2	100
buf_4	300
nor3_1	240
nor3_1	60
o21ai_1	90
clkdlybuf4s50_1	480
final cells by class:
class	instances	area (um^2)	share of cell area
tap	229	287	0.0276
timing repair buffer	124	1170	0.112
inverter	100	375	0.0361
multi-input combinational	1272	8560	0.824
report_power, final:
group	switching (W)	total, W	internal (W)	leakage [nW]
clock	0	0	0	0
combinational	0.000172	0.000277	0.000105	4.10
sequential	0	0	0	0
how the worst max path moves through the flow:
stage	slack [ps]	depth (start not counted)	to
final	7140	15	alu_bcond
after global routing	6970	16	alu_bcond
after CTS	7370	15	alu_bcond
layout by cell type (no fill, tap or decap), types with 11 or more instances in the layout:
master	count
nand4_1	12
o31ai_1	17
a31oi_1	23
o22ai_1	16
and3_1	13
o211ai_1	20
a22oi_1	11
ha_1	96
mux2i_1	55
a21oi_1	164
clkdlybuf4s50_1	97
a221oi_1	22
o21ai_0	89
nand2b_1	15
mux4_2	15
nor4_1	24
nor2b_1	28
nor3_1	49
a2111oi_0	12
o221ai_1	18
nand3_1	27
o21ai_1	31
nand2_1	136
inv_1	91
xnor2_1	16
nor2_1	154
buf_4	24
a21o_1	19
and2_1	12
a211oi_1	33
logic make-up after synthesis:
group | share of synthesized area
compound gates | 0.390
xor+xnor | 0.0159
fa+ha+maj | 0.132
buf+inv | 0.0890
mux | 0.107
simple gates | 0.266
through the flow:
step | std cells | power, W
2_1_floorplan | 1485 | 0.000166
3_3_place_gp | 1725 | 0.000265
3_5_place_dp | 1725 | 0.000265
4_1_cts | 1725 | 0.000266
5_1_grt | 1725 | 0.000295
6_report | 1725 | 0.000277
per-layer routing:
metal | GRT usage | vias to the layer above | part of all wire
met5 | 0 | - | 0
met4 | 0.269 | 0 | 0.075
met3 | 0.151 | 195 | 0.15
met2 | 0.670 | 1040 | 0.39
met1 | 0.656 | 5685 | 0.39
li1 | - | 5588 | -
No activity file was given, so power comes from the tool's default toggle rates.
