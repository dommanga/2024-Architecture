==> design/flow/design.v <==
module adder #(parameter data_width = 32) (
    input [data_width - 1 : 0] in_1, 
    input [data_width - 1 : 0] in_2,
    output [data_width - 1 : 0] out);
assign out = in_1 + in_2;
endmodule
module mux_2_to_1 #(parameter data_width = 32) (
    input [data_width - 1 : 0] A,
    input [data_width - 1 : 0] B,
    input Enable,
    output [data_width - 1 : 0] C);
assign C = Enable ? B : A;
endmodule
module BranchCalculator (
    input [31:0] ID_EX_PC,
    input [31:0] ID_EX_rs1_data,
    input [31:0] ID_EX_imm,
    input alu_bcond,
    input ID_EX_branch,
    input ID_EX_is_jal,
    input ID_EX_is_jalr,
    output reg [31:0] actual_pc,
    output reg actual_taken,
    output reg update_B_history,
    output reg update_B_target
);
wire [31:0] is_jalr_mux_out;
wire [31:0] jump_addr;
mux_2_to_1 is_jalr_mux (
.A (ID_EX_PC),     
.B (ID_EX_rs1_data),   
.Enable (ID_EX_is_jalr),    
.C (is_jalr_mux_out)            
);
adder Add_imm(
.in_1(is_jalr_mux_out),   
.in_2(ID_EX_imm),   
.out(jump_addr)     
);
always @(*) begin
    if (ID_EX_is_jal || ID_EX_is_jalr || (ID_EX_branch && alu_bcond)) begin
        actual_pc = jump_addr;
        actual_taken = 1;
    end
    else begin
        actual_pc = ID_EX_PC + 4;
        actual_taken = 0;
    end
    update_B_history = 0;
    update_B_target = 0;
    if (ID_EX_branch) begin  
        update_B_history = 1;
    end
    if (actual_taken) begin  
        update_B_target = 1;
    end
end
endmodule
==> design/flow/run.sh <==
#!/bin/bash
# OpenROAD 26Q1-2900-gdf79404cd8, Yosys 0.63+post, stock flow scripts
make -C /OpenROAD-flow-scripts/flow DESIGN_CONFIG=/design/flow/config.mk WORK_HOME=/design/flow/orfs finish
==> design/flow/config.mk <==
export PLATFORM = sky130hd
export DESIGN_NAME = BranchCalculator
export DESIGN_NICKNAME = BranchCalculator
export VERILOG_FILES = /design/flow/design.v
export SDC_FILE = /design/flow/constraint.sdc
export NUM_CORES = 4
export LEC_CHECK = 1
export CORE_UTILIZATION = 50
==> design/flow/constraint.sdc <==
current_design BranchCalculator

set clk_period 12.4
set clk_io_pct 0.2

create_clock -name clk0 -period $clk_period

set non_clock_inputs [all_inputs -no_clocks]
set_input_delay [expr $clk_period * $clk_io_pct] -clock clk0 $non_clock_inputs
set_output_delay [expr $clk_period * $clk_io_pct] -clock clk0 [all_outputs]
==> COMMIT_EDITMSG <==
Record implementation results from latest flow run

- Yosys reports a chip area of 3060 µm².
- Diodes inserted: 0
- Post-detailed-route via-to-cell ratio: 5.93
- Per the final layout report, the fraction of cells sized above drive strength 1 comes to 7.92%.
- Number of global-route vias before repair: 3,575
* Total number of placement rows: 28
- The number of cells reported by Yosys stat comes to approximately 450.
- Fraction of met1 tracks used by global routing: 41.9%
* Reported leakage power: approximately 1.8 nW
- The largest single stage delay on the critical path is 480 ps.
- The critical path's slowest stage uses the library cell clkdlybuf4s50_1.
* Final worst hold slack: about 5800 ps
- The report counts max-capacitance violations totalling 0.
- The worst path uses between 70 and 80% of the clock period.
* Post-CTS setup buffer count: 0
* Estimated wirelength of the detail-placed design: approximately 8500 µm
- Synthesis produced about 450 cells.
- Maximum fanout along the worst path: 34
- For this run, the number of Yosys warnings is 1.
* Number of inserted filler cells in the final layout: 442
- Number of clock-tree buffers in the layout: 0
- Global routing used 56.6% of the available met2 tracks.
- The synthesis stats list as the most numerous cell nand2_1.
- Final setup violation count: 0
- Area growth from synthesis to final layout: 45.4%
- Drt drc: 0
* Most crowded layer after global routing: met2
- Post-CTS resize count: 0
- Counting instances in the post-synthesis netlist gives the leading cell types as nand2_1 (54), a21oi_1 (46), nor2_1 (39), ha_1 (32), mux2_2 (30).
- Largest net degree at the start of global routing: 39
- Hold buffer count at CTS: 0
- Final GP Congestion: 0.975
- In this run the cell area of the synthesized design comes to 3060 µm².
* Storage cell area: 0 µm²
- Summed over all failing endpoints, the final setup total negative slack is 0 ps.
- For reference, the post-synthesis area per instance comes to 6.80 µm².
- CP most frequent cell: clkdlybuf4s50_1
- According to the timing report, the arrival time at the worst endpoint equals 6230 ps.
- After detailed routing, the average wire length per cell comes to 15.9 µm.
- At the pin with the least slew margin, the transition time is ~540 ps.
- The first global-routing pass estimated 16,200 µm of wire.
* Fraction of the core area occupied by cells at floorplan: 51.7%
- Sum of internal, switching and leakage power: 249 µW
- In this run, placement finished with an instance count of around 640.
* Final Hold Viols: 0
- Global routing met3 resource utilization: 3.69%
- Per the OpenROAD floorplan log, the area of the die is 6440 µm².
- Setup repair after global routing left no endpoint under its margin.
- Cell area leaders: ha_1 (13%), mux2_2 (11%), xor2_1 (8.0%)
- The total area inside the core boundary comes to 5920 µm².
* Worst-case vdd ir drop: 0.0000413 V
* Fmax: 0.115 GHz
- Data on the critical path is required at its endpoint by 9920 ps.
* Sum of routed wire length over all layers: between 10,000 and 15,000 µm
- Tool warnings: 33
* Category of the most critical setup path: input pin to primary output
- Per the synthesis report, the dominant area consumer among library cells is ha_1.
- Number of max-slew violations in the final report: 0
- In the Yosys report, the sequential cells make up 0% of the chip area.
- In this run, distinct cell masters in the synthesized netlist total 54.
- Final critical-path required period: 8710 ps
* Initial antenna violation count: 0
- Worst setup EP type: primary output
- Max-slew headroom: 64.0%
* Width of the chip: 80.3 µm
* Pre-antenna DRT Iters: 5
- Per the synthesis report, the single largest cell type by area occupies roughly an eighth of cell area.
* Type of origin of the critical path: input pin
- The routed layout has roughly 3.8k vias.
- First DRT Iteration DRCs: ~170
* Status: complete, no violations
- Combined global-route utilization of all metal layers: 32.0%
- Leaving out filler cells and counting taps, the final layout contains 643.
- IO Count: 135
* Antenna viol nets, final: 0
- Cell area power density: approximately 56 nW/µm²
* Hold Crit Class: input pin to primary output
- The critical path goes through clkdlybuf4s50_1, buf_4, mux2_2, ha_1, fa_1, a21oi_1, nor2_1, o21a_1, a21o_1, o22ai_1, a41oi_1, o21ai_1, clkdlybuf4s50_1.
- During placement, the flow inserted port buffers numbering around 140.
* Number of sequential cells: 0
- The floorplan step set the die height to between 80 and 90 µm.
- Per the GRT congestion report, total overflow comes to 0.
## cell usage in the layout (no fill, tap or decap), drive strengths merged, types with 5 or more instances in the layout
cell	n
nand3	18
and3	5
o21ai	34
inv	8
mux2	30
ha	32
a21oi	48
nor2b	9
xor2	28
a211oi	9
xnor2	26
o21a	5
clkdlybuf4s50	135
a31oi	6
nand4	14
nand2	54
nor2	39
a21o	11
nor3	10
## power breakdown
| group | internal, mW | total [mW] | switching [mW] |
|---|---|---|---|
| combinational | 0.138 | 0.249 | 0.111 |
| clock | 0 | 0 | 0 |
| sequential | 0 | 0 | 0 |
| total | 0.138 | 0.249 | 0.111 |
## critical path, delay by kind of cell
kind,cells,cell delay (ps)
AND-OR/OR-AND,6,1250
adder cells (fa/ha/maj),2,610
buffers and inverters,3,1360
multiplexers,1,400
AND/OR/NAND/NOR,1,110
## final timing paths
path	cells after the start	slack [ps]	start	to
worst max-delay path	13	3690	ID_EX_is_jalr	actual_pc[28]
worst min-delay path	2	5850	ID_EX_branch	update_B_history
## cell families (layout without fill, tap and decap cells)
kind of cell,count (synthesis),in the layout,share of synthesized area [%]
AOI/OAI and AO/OA,135,135,28.2
muxes,34,34,12.3
adders and majority gates,33,33,13.7
xor gates and xnor gates,54,54,15.4
buffers and inverters,29,147,4.05
and+or+nand+nor,165,165,26.2
## metrics by stage
stage	area, µm²	setup slack [ps]	utilization, %
after floorplan	3060	4910	-
after global routing	4450	3460	75.2
after detailed placement	4450	3700	75.2
final	4450	3690	75.2
after global placement	4450	3790	75.2
after CTS	4450	3700	75.2
## layout make-up
cell class,count,area [µm²],area share (%)
tap,75,93.8,2.11
multi-input combinational,421,2950,66.3
inverter,9,33.8,0.759
timing repair buffer,138,1370,30.9
## layer usage
layer | share of wire (%) | vias to the layer above
li1 | - | 1899
met5 | 0 | -
met4 | 1.4 | 0
met1 | 44 | 1730
met2 | 47 | 170
met3 | 7.7 | 12
Power figures rest on the tool's default switching activity, not on a simulated workload.
