$ cat run.sh
#!/bin/bash
# OpenROAD 26Q1-2900-gdf79404cd8, Yosys 0.63+post, stock flow scripts
make -C /OpenROAD-flow-scripts/flow DESIGN_CONFIG=/design/flow/config.mk WORK_HOME=/design/flow/orfs finish
$ cat config.mk
export PLATFORM = sky130hd
export DESIGN_NAME = BranchPredictor
export DESIGN_NICKNAME = BranchPredictor
export VERILOG_FILES = /design/flow/design.v
export SDC_FILE = /design/flow/constraint.sdc
export NUM_CORES = 4
export LEC_CHECK = 1
export CORE_UTILIZATION = 30
$ cat constraint.sdc
current_design BranchPredictor

set clk_period 24.5
set clk_io_pct 0.2

create_clock -name clk0 -period $clk_period [get_ports {clk}]

set non_clock_inputs [all_inputs -no_clocks]
set_input_delay [expr $clk_period * $clk_io_pct] -clock clk0 $non_clock_inputs
set_output_delay [expr $clk_period * $clk_io_pct] -clock clk0 [all_outputs]
$ cat design.v
module adder #(parameter data_width = 32) (
    input [data_width - 1 : 0] in_1, 
    input [data_width - 1 : 0] in_2,
    output [data_width - 1 : 0] out);
assign out = in_1 + in_2;
endmodule
module mux_2_to_1 #(parameter data_width = 32) (
    input [data_width - 1 : 0] A,
    input [data_width - 1 : 0] B,
    input Enable,
    output [data_width - 1 : 0] C);
assign C = Enable ? B : A;
endmodule
module BranchPredictor #(
    parameter tag_size = 25, idx_size = 5, entry_size = 32
) 
(
    input reset,
    input clk,
    input [31:0] current_pc,
    input update_B_history,
    input update_B_target,
    input [31:0] ID_EX_PC,
    input [31:0] actual_pc,
    input actual_taken,
    output pred_taken,  
    output [31:0] pred_pc    
);
integer i;
wire [idx_size - 1 : 0] idx = current_pc[6:2];  
wire [tag_size - 1 : 0] tag = current_pc[31:7];
wire [idx_size - 1 : 0] pht_idx;
wire [31:0] not_taken_pc;
wire [idx_size - 1 : 0] ID_EX_idx = ID_EX_PC[6:2];
wire [tag_size - 1 : 0] ID_EX_tag = ID_EX_PC[31:7];
wire [idx_size - 1 : 0] ID_EX_pht_idx;
wire [idx_size - 1 : 0] extended_actual_taken = 5'b0;
reg [idx_size - 1 : 0] BHSR;     
reg [31:0] BTB[0 : entry_size - 1];  
reg [tag_size - 1 : 0] TAG_table[0 : entry_size - 1];  
reg [1:0] PHT[0 : entry_size - 1];  
assign pht_idx = idx ^ BHSR;
assign pred_taken = (tag == TAG_table[idx]) && PHT[pht_idx][1];  
assign extended_actual_taken[0] = actual_taken;
assign ID_EX_pht_idx = ID_EX_idx ^ BHSR;
adder Add_PC_4_NT (
    .in_1(current_pc),   
    .in_2(4),   
    .out(not_taken_pc)     
);
mux_2_to_1 pred_taken_mux (
    .A (not_taken_pc),   
    .B (BTB[idx]),   
    .Enable (pred_taken),  
    .C (pred_pc)    
);
always @(posedge clk) begin
    if (reset) begin
        BHSR <= 5'b0;
        for (i = 0; i < entry_size; i = i + 1) begin
            BTB[i] = 32'b0;  
            TAG_table[i] = -25'b1;
            PHT[i] = 2'b11;  
        end
    end
    else begin
        if (update_B_history) begin
            if (actual_taken)
                if (PHT[ID_EX_pht_idx] == 2'b11)
                    PHT[ID_EX_pht_idx] <= 2'b11;
                else
                    PHT[ID_EX_pht_idx] <= PHT[ID_EX_pht_idx] + 1;
            else  
                if (PHT[ID_EX_pht_idx] == 2'b00)
                    PHT[ID_EX_pht_idx] <= 2'b00;
                else
                    PHT[ID_EX_pht_idx] <= PHT[ID_EX_pht_idx] - 1;
            BHSR <= (BHSR << 1) + extended_actual_taken;
        end
        if (update_B_target) begin
            if (TAG_table[ID_EX_idx] != ID_EX_tag || BTB[ID_EX_idx] != actual_pc) begin
                TAG_table[ID_EX_idx] <= ID_EX_tag;
                BTB[ID_EX_idx] <= actual_pc;
            end
        end
    end
end
endmodule
==> flow_metrics.tcl <==
# collected from the flow reports
set metrics [dict create \
    status "did not finish" \
    lastStage "synthesis (1_2_yosys)" \
    error "ERROR: Found 1 problems in 'check -assert'." \
    top_area_share_pct 39.4 \
    largest_area_cell "dfxtp_1" \
    numSynthFlops 1888 \
    ys_types 86 \
    enable_flop_cells 0 \
    yosys_cells 10200 \
    async_flop_share_pct 0 \
    area_leaders "dfxtp_1 (39%), mux2i_1 (20%), nand2b_1 (6.8%), a22oi_1 (5.9%), nor2_1 (4.2%)" \
    yosys_warnings 7 \
    synth_chip_area_um2 95800 \
    ys_seq_share_pct 39.4 \
    flop_cell "dfxtp_1" \
]
cells in the mapped netlist (8+ instances only):
cell and instances:
and3_1 349, a2111oi_0 110, or4_1 8, a22o_1 310, nor2b_1 15, and4_1 17, buf_4 48, nand3b_1 12
nor2_1 1063, a222oi_1 62, a22oi_1 758, a21oi_1 79, nor3_1 99, nand4_1 218, buf_1 108, a211o_1 66
xor2_1 34, nor4_1 38, buf_6 110, nand2_1 173, a211oi_1 17, mux2i_1 1893, a32oi_1 13, mux2_2 28
or3_1 14, nand3_2 28, nand3_1 199, xnor2_1 36, o22ai_1 19, nand4b_1 13, buf_2 116, o21a_1 10
dfxtp_1 1888, o21ai_0 66, a221oi_1 299, clkbuf_1 683, nand2b_1 1040, inv_1 27
cell families after synthesis:
kind of cell	after synthesis	share of synthesized area, %
AOI/OAI and AO/OA	1873	15.6
xor gates and xnor gates	70	0.640
adders and majority gates	6	0.0783
buffers and inverters	1096	5.53
DFF	1888	39.4
muxes	1922	20.1
other	1	0.00391
and+or+nand+nor	3348	18.6
